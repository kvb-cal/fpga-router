## flow/run.sh

```bash
#!/bin/bash
# OpenROAD 26Q1-2900-gdf79404cd8, Yosys 0.63+post, stock flow scripts
make -C /OpenROAD-flow-scripts/flow DESIGN_CONFIG=/design/flow/config.mk WORK_HOME=/design/flow/orfs finish
```

## flow/config.mk

```make
export PLATFORM = sky130hd
export DESIGN_NAME = router_top
export DESIGN_NICKNAME = router_top
export VERILOG_FILES = /design/flow/design.v
export SDC_FILE = /design/flow/constraint.sdc
export NUM_CORES = 4
export LEC_CHECK = 1
export CORE_UTILIZATION = 40
```

## flow/constraint.sdc

```tcl
current_design router_top

set clk_period 6.0
set clk_io_pct 0.2

create_clock -name clk0 -period $clk_period [get_ports {clock}]

set non_clock_inputs [all_inputs -no_clocks]
set_input_delay [expr $clk_period * $clk_io_pct] -clock clk0 $non_clock_inputs
set_output_delay [expr $clk_period * $clk_io_pct] -clock clk0 [all_outputs]
```

## flow/design.v

```verilog
`timescale 1ns / 1ps
module router_fifo(clock,resetn,data_in,read_enb,write_enb,data_out,full,empty,lfd_state,soft_reset);
parameter width=9,depth=16;
input lfd_state;  
input [width-2:0] data_in;  
input clock,resetn,read_enb,write_enb,soft_reset;  
reg [4:0]rd_pointer,wr_pointer;
output reg [width-2:0] data_out;
reg [6:0]count;
output full,empty;  
integer i;  
reg [width-1:0] mem[depth-1:0];  
reg temp;
assign full=((wr_pointer[4] != rd_pointer[4]) && (wr_pointer[3:0]==rd_pointer[3:0]));
assign empty= wr_pointer==rd_pointer;
always@(posedge clock)
begin
  if(~resetn)
    temp=0;
  else 
    temp=lfd_state;
end
always@(posedge clock)
begin 
  if(~resetn)
    begin 
      for(i=0;i<=15;i=i+1)
         mem[i]<=0;
    end
  else if(soft_reset)
    begin
       for(i=0;i<=15;i=i+1)
        mem[i]<=0;
    end
  else if(write_enb && !full)
    begin
      if(lfd_state)
        {mem[wr_pointer[3:0]][8],mem[wr_pointer[3:0]][7:0]}<={temp,data_in};
    else
        {mem[wr_pointer[3:0]][8],mem[wr_pointer[3:0]][7:0]}<={temp,data_in};
     end
end
always@(posedge clock)
begin 
     if(~resetn)
       begin 
         data_out <= 0;
       end
else if(soft_reset)
      begin
	      data_out <= 'bz;
      end
else if(read_enb && !empty)
      begin
         data_out <= mem[rd_pointer[3:0]][7:0];
      end
      else if(count==0 && data_out != 0)
      data_out <= 8'bzzzzzzzz;
end
always@(posedge clock)
begin
 if(read_enb && !empty)
     begin
      if(mem[rd_pointer[3:0]][8])
         begin
          count <= mem[rd_pointer[3:0]][7:2] +1;
          end
     else
       if(count!=0)
         begin
         count <= count-1;
         end
    end  
end
always@(posedge clock)
begin
  if(~resetn || soft_reset)
	begin
      rd_pointer <= 0;
      wr_pointer <= 0;
	end
	else
	begin
      if(write_enb && !full)
          wr_pointer <= wr_pointer+1;
      if(read_enb && !empty)
          rd_pointer <= rd_pointer+1;
	end
end
endmodule
`timescale 1ns / 1ps
module router_fsm(clock,resetn,pkt_valid,data_in,fifo_full,fifo_empty_0,fifo_empty_1,fifo_empty_2,soft_reset_0,soft_reset_1,soft_reset_2,parity_done,low_packet_valid,write_enb_reg,detect_add,ld_state,laf_state,lfd_state,full_state,rst_int_reg,busy);
input [1:0]data_in;
input clock,resetn,pkt_valid,fifo_full,fifo_empty_0,fifo_empty_1,fifo_empty_2,soft_reset_0,soft_reset_1,soft_reset_2,parity_done,low_packet_valid;
output write_enb_reg,detect_add,ld_state,laf_state,lfd_state,full_state,rst_int_reg,busy;
parameter DECODE_ADDRESS= 3'b000,
          LOAD_FIRST_DATA= 3'b001,
          WAIT_TILL_EMPTY=3'b010,
          LOAD_DATA=3'b011,
          LOAD_PARITY=3'b100,
          FIFO_FULL_STATE=3'b101,
          LOAD_AFTER_FULL=3'b110,
          CHECK_PARITY_ERROR=3'b111;
reg[2:0] next_state,present_state; 
always@(posedge clock)
begin
  if(~resetn)
    present_state<= DECODE_ADDRESS;
 else if(soft_reset_0 || soft_reset_1 || soft_reset_2)
    present_state<=DECODE_ADDRESS;
  else
     present_state<= next_state;
end
always@(*)
begin
  next_state=present_state;
  case(present_state)
  DECODE_ADDRESS: begin
                 if((pkt_valid && (data_in[1:0]==2'd0) && fifo_empty_0) || 
                   (pkt_valid && (data_in[1:0]==2'd1) && fifo_empty_1) ||
                   (pkt_valid && (data_in[1:0]==2'd2) && fifo_empty_2))
                 next_state= LOAD_FIRST_DATA;
                 if((pkt_valid && (data_in[1:0]==2'd0) && ~fifo_empty_0) || 
                   (pkt_valid && (data_in[1:0]==2'd1) && ~fifo_empty_1) ||
                   (pkt_valid && (data_in[1:0]==2'd2) && ~fifo_empty_2))
                  next_state=WAIT_TILL_EMPTY;
                end
  LOAD_FIRST_DATA: next_state= LOAD_DATA;
  WAIT_TILL_EMPTY: begin
                 if(fifo_empty_0 || fifo_empty_1 || fifo_empty_2)
                   next_state=LOAD_FIRST_DATA;
                 if(~(fifo_empty_0) || ~(fifo_empty_1) || ~(fifo_empty_2))
                   next_state= WAIT_TILL_EMPTY;
                  end
  LOAD_DATA:  begin
            if(fifo_full==1'b1)
              next_state=FIFO_FULL_STATE;
            if(fifo_full==1'b0 && pkt_valid==1'b0)
              next_state=LOAD_PARITY;  
            end
  LOAD_PARITY: next_state= CHECK_PARITY_ERROR;
  FIFO_FULL_STATE:begin
                 if(fifo_full==1'b0)
                    next_state=LOAD_AFTER_FULL;
                 if(fifo_full==1'b1)
                    next_state=FIFO_FULL_STATE;
                  end
  LOAD_AFTER_FULL:begin 
                if(parity_done==1'b0 && low_packet_valid==1'b1)
                   next_state=LOAD_PARITY;
                 if(parity_done==1'b0 && low_packet_valid==1'b0)
                   next_state=LOAD_DATA;
                 if(parity_done)
                   next_state=DECODE_ADDRESS;
                 end
  CHECK_PARITY_ERROR: begin
                     if(!fifo_full)
                      next_state= DECODE_ADDRESS;
                    if(fifo_full)
                      next_state= FIFO_FULL_STATE; 
                     end
  endcase
end
assign detect_add= (present_state==DECODE_ADDRESS); 
assign lfd_state=(present_state==LOAD_FIRST_DATA);
assign busy= ((present_state==LOAD_FIRST_DATA)||(present_state==LOAD_PARITY)||(present_state==FIFO_FULL_STATE)||(present_state==LOAD_AFTER_FULL)||(present_state==WAIT_TILL_EMPTY)||(present_state==CHECK_PARITY_ERROR));
assign ld_state= (present_state==LOAD_DATA);
assign write_enb_reg= ((present_state==LOAD_DATA)||(present_state==LOAD_PARITY)||(present_state==LOAD_AFTER_FULL));
assign full_state=(present_state==FIFO_FULL_STATE);
assign laf_state=(present_state==LOAD_AFTER_FULL);
assign rst_int_reg=(present_state==CHECK_PARITY_ERROR);
endmodule
`timescale 1ns / 1ps
module router_register(clock,resetn,pkt_valid,data_in,fifo_full,detect_add,ld_state,laf_state,full_state,lfd_state,rst_int_reg,err,parity_done,low_packet_valid,dout);
input [7:0]data_in;
input clock,resetn,pkt_valid,fifo_full,detect_add,ld_state,laf_state,full_state,lfd_state,rst_int_reg;
output reg[7:0]dout;
output reg err,parity_done,low_packet_valid;
reg [7:0] full_state_byte,internal_parity,header,packet_parity;
always@(posedge clock)
begin
  if(!resetn)
  dout<=0;
  else
  begin
   if(~(detect_add))
         begin
           if(~(lfd_state))
             begin
               if(~(ld_state && ~fifo_full))
                  begin
                     if(~(ld_state && fifo_full))
                        begin 
                          if(~(laf_state))
                            dout<=dout;
                          else
                            dout<=full_state_byte;
                        end
                       else
                         dout<=dout;
                   end
                 else
                   dout<=data_in;
             end
           else
              dout<=header;
         end
       else
          dout<=dout; 
  end
end
always@(posedge clock)
begin
  if(!resetn)
    full_state_byte<=0;
  else 
  begin
     if(ld_state && fifo_full)
          full_state_byte<=data_in;
      else
         full_state_byte<=full_state_byte;
  end
end
always@(posedge clock)
begin
  if(!resetn)
    header<=0;
  else 
  begin
    if(detect_add && pkt_valid && (data_in[1:0]!=3))
        header<=data_in;
    else
        header<=header;
  end
end
always@(posedge clock)
begin
  if(!resetn)
     internal_parity<=0;
  else 
  begin
  if(detect_add)
      internal_parity<=0;
  else if(lfd_state)
      internal_parity<= internal_parity ^ header ;
  else
    if(ld_state && pkt_valid && ~full_state)
        internal_parity<= internal_parity ^data_in;
  end
end
always@(posedge clock)
begin
  if(!resetn)
    low_packet_valid<=0;
  else 
  begin
    if(rst_int_reg)
        low_packet_valid<=1'b0;
    else if(ld_state && ~(pkt_valid))
        low_packet_valid<=1'b1;
    else 
        low_packet_valid <= low_packet_valid;
  end
end
always@(posedge clock)
begin
  if(!resetn)
    parity_done<=0;
  else
  begin
    if(detect_add)
    parity_done <= 0;
    else if( (ld_state && ~(pkt_valid) && ~fifo_full) || (laf_state && (low_packet_valid) && ~parity_done))
          parity_done<=1'b1;
    else
          parity_done<=parity_done;
  end
end
always@(posedge clock)
begin
  if(!resetn)
    packet_parity<=0;
  else if(ld_state && ~pkt_valid)
    packet_parity<=data_in;
  else
    packet_parity<=packet_parity;
end
always@(posedge clock)
begin
  if(~resetn)
    err <= 0;
  else
    begin  
      if(parity_done)
      begin
        if(internal_parity==packet_parity)
         err<=1'b0;
        else
          err<=1'b1;         
      end
      else
        err<=1'b0;
    end
end
endmodule
`timescale 1ns / 1ps
module router_sync(clock,resetn,data_in,detect_add,full_0,full_1,full_2,empty_0,empty_1,empty_2,write_enb_reg,read_enb_0,read_enb_1,read_enb_2,vld_out_0,vld_out_1,vld_out_2,fifo_full,soft_reset_0,soft_reset_1,soft_reset_2,write_enb);
input clock,resetn,detect_add,full_0,full_1,full_2,empty_0,empty_1,empty_2,write_enb_reg,read_enb_0,read_enb_1,read_enb_2;
output vld_out_0,vld_out_1,vld_out_2,soft_reset_0,soft_reset_1,soft_reset_2;
output reg[2:0] write_enb;
output reg fifo_full;
reg [1:0]temp;
reg [5:0]count0,count1,count2;
input [1:0]data_in;
reg soft_reset_0;
reg soft_reset_1;
reg soft_reset_2;
always@(temp or full_0 or full_1 or full_2)
begin
  case(temp)
    2'b00: fifo_full=full_0;
    2'b01: fifo_full=full_1;
    2'b10: fifo_full=full_2;
    default: fifo_full=0;
  endcase
end
always@(posedge clock)
begin
  if(!resetn)
   temp<=0; 
  else if(detect_add)
    temp<=data_in; 
  else 
    temp<=temp; 
end
always@(temp or write_enb or write_enb_reg)
begin
  if(write_enb_reg)
    begin
      case(temp)
        2'b00: write_enb=3'b001;
        2'b01: write_enb=3'b010;
        2'b10: write_enb=3'b100;
      default: write_enb=3'b000;
      endcase
    end
	 else write_enb=0;
end
assign vld_out_0=~empty_0;
assign vld_out_1=~empty_1;
assign vld_out_2=~empty_2;
always@(posedge clock)
begin
  if(!resetn)
    begin
      count0<=0;
      soft_reset_0<=0;
    end
  else if(!read_enb_0 && vld_out_0)
    begin
      if(count0<29)
         count0<=count0+1;
      if(count0>=29)
         soft_reset_0<=1'b1;
      if(read_enb_0)
         count0<=0;
    end
end 
always@(posedge clock)
begin
  if(!resetn)
    begin
      count1<=0;
      soft_reset_1<=0;
     end
  else if(!read_enb_1 && vld_out_1)
    begin
      if(count1<29)
         count1<=count1+1;
      if(count1>=29)
         soft_reset_1<=1'b1;
      if(read_enb_1)
         count1<=0;
    end
end 
always@(posedge clock)
begin
  if(!resetn)
    begin
      count2<=0;
      soft_reset_2<=0;
     end
  else if(!read_enb_2 && vld_out_2)
    begin
      if(count2<29)
         count2<=count2+1;
      if(count2>=29)
         soft_reset_2<=1'b1;
      if(read_enb_2)
         count2<=0;
    end
end 
endmodule 
`timescale 1ns / 1ps
module router_top(clock,resetn,data_in,read_enb_0,read_enb_1,read_enb_2,pkt_valid,data_out_0,data_out_1,data_out_2,vld_out_0,vld_out_1,vld_out_2,err,busy);
input clock,resetn,pkt_valid,read_enb_0,read_enb_1,read_enb_2;
input [7:0]data_in;
output vld_out_0,vld_out_1,vld_out_2,err,busy;
output [7:0] data_out_0,data_out_1,data_out_2;
wire [2:0] write_enb;
wire 	   full_0,empty_0,lfd_state,soft_reset_0;
wire 	   full_1,empty_1,soft_reset_1;
wire 	   full_2,empty_2,soft_reset_2;
wire [7:0] dout;
router_fifo f1(clock,resetn,dout,read_enb_0,write_enb[0],data_out_0,full_0,empty_0,lfd_state,soft_reset_0);
router_fifo f2(clock,resetn,dout,read_enb_1,write_enb[1],data_out_1,full_1,empty_1,lfd_state,soft_reset_1);
router_fifo f3(clock,resetn,dout,read_enb_2,write_enb[2],data_out_2,full_2,empty_2,lfd_state,soft_reset_2);
router_sync s1(clock,resetn,data_in[1:0],detect_add,full_0,full_1,full_2,empty_0,empty_1,empty_2,write_enb_reg,read_enb_0,read_enb_1,read_enb_2,vld_out_0,vld_out_1,vld_out_2,fifo_full,soft_reset_0,soft_reset_1,soft_reset_2,write_enb);
router_fsm fsm1(clock,resetn,pkt_valid,data_in[1:0],fifo_full,empty_0,empty_1,empty_2,soft_reset_0,soft_reset_1,soft_reset_2,parity_done,low_pkt_valid,write_enb_reg,detect_add,ld_state,laf_state,lfd_state,full_state,rst_int_reg,busy);
router_register r1(clock,resetn,pkt_valid,data_in,fifo_full,detect_add,ld_state,laf_state,full_state,lfd_state,rst_int_reg,err,parity_done,low_pkt_valid,dout);
endmodule
```

==> impl_metrics.ini <==
; yosys + openroad results
[logic_synthesis]
ys_cells = 2073
synth.top_cell.area_share = 0.4908
async_flop_share = 0
topCellsByArea = edfxtp_1 49%, and2_1 10%, dfxtp_1 10%
yosys_most_used_dff = edfxtp_1
postSynthCellCount = 2073
syn_avg_cell_area_um2 = 13.37
edf_count = 453
ys_warn_count = 15
ys_ff = 594
syn_area_um2 = 27720
yosys_area_um2 = 27720
synthDistinctLibCells = 57
synth_top_cell_by_area = edfxtp_1
ys_seq_frac = 0.5927

[route]
drc = 0
drt_pass1_iterations = 5
drtIter0Drc = 882
ant_nets = 0
viasPerCell = 5.195
diodes = 0
wl_mm = 63.09
wl_per_cell_um = 20.31
vias = 16140

[power]
vdd_drop_max_mv = 0.2285
p_per_area_nw_per_um2 = 288.7
p_comb_frac = 0.051
pwr-share-clk = 0.442
switching_power_mw = 1.968
leakagePower_nw = 11.08
switching_share = 0.2167
intPower_mw = 7.114
p_total_mw = 9.082
seqPwrFrac = 0.507

[final_timing]
max_freq_ghz = 0.2449
final_max_slew_viol_count = 0
hold_viol_final = 0
setup_slack_ns = 1.917
worst_pin_slew_ns = 0.9382
period_needed_ns = 4.083
rsz0062_at_grt = false
fin_crit_sh = 0.6805
finClkSkew_ns = 0.03051
slew_headroom = 0.3745
setup_viol_count_final = 0
fin_tns_setup_ns = 0

[worst_hold_path]
min_path_type = flip-flop to flip-flop
holdPathStages = 2

[clock_network]
clock_latency_ns = 0.61
numCtsBuffers = 68
cts-hold-fix-buffers = 0
cts_tree = done
clkTransAtPathRegs_ns = 0.06
postCtsResizedCells = 0
clockRootBuffer = clkbuf_16
cts_htree_levels = 3
cts.sinks = 594
post_cts_buffers = 0
clockBufferDepth = 3

[floorplan]
fp_util = 0.4041
die-height_um = 265.2
dieWidth_um = 265.2
io_pins = 43
core_area_um2 = 68590
chip_area_um2 = 70340
num_rows = 96

[global_route]
grt_pass1_wl_mm = 97.99
grt_max_degree = 64
grt_usage = 0.1974
grt-ovfl-total = 0
antenna_found_initial = 1
grt_pass1_vias = 16830

[final_layout]
num-fill-cells = 5832
fin_util = 0.4586
syn_to_final_growth_pct = 13.49
final-seq-area_um2 = 16440
final_cells = 3107
logic_area_um2 = 10690
drive_gt1_frac = 0.1608

[critical_path]
crit_fanout = 9
crit_slowest_cell = dfxtp_1
r2r_cells = 6
worst_path_largest_cell_delay_ns = 0.77
crit_chain = xor2_2, nor4_4, nand2_1, clkdlybuf4s50_1
arrival_ns = 2.88
criticalPathCategory = flip-flop to output port
required_ns = 4.80
cp-start-kind = flip-flop
end_kind = output port
reg2reg_slack_ns = 2.51

[outcome]
status = finished clean

[flow_run]
drv_cap = 0
warning_count = 43

[placement]
hpwl_mm = 40.93
dp_cells = 2984
place.port_buffers = 42
gp_congestion = 0.8503
post-place-ws_ns = 2.163
-- state kept, by name (all words and copies together), names as in the netlist, 6 cells and up, named ones only --
name	cells
r1.packet_parity	8
r1.internal_parity	8
f1.data_out	8
r1.dout	8
r1.full_state_byte	8
s1.count1	6
r1.header	8
f2.data_out	8
f3.mem	144
f1.mem	144
f3.data_out	8
f1.count	7
f3.count	7
f2.count	7
fsm1.present_state	8
s1.count0	6
s1.count2	6
f2.mem	144
-- routing by layer --
| layer | part of all wire | global-route usage |
|---|---|---|
| met2 | 0.47 | 0.3006 |
| met4 | 0.032 | 0.05312 |
| met3 | 0.10 | 0.09031 |
| met1 | 0.39 | 0.2697 |
| met5 | 0.00054 | 0.004158 |
-- cell usage after synthesis, types with 3 or more instances --
master / number
and2_1: 453
edfxtp_1: 453
dfxtp_1: 141
mux4_2: 114
clkbuf_1: 101
nor2_1: 97
nand2_1: 76
nor2b_1: 53
xor2_1: 51
a22oi_1: 50
mux2i_1: 45
o21ai_0: 41
xnor2_1: 35
nand2b_1: 34
ha_1: 33
a21oi_1: 28
nand3_1: 27
inv_1: 25
nor2_2: 24
nor3_1: 19
buf_2: 18
nor4_1: 18
a31oi_1: 15
nand4_1: 15
a32o_1: 9
o21a_1: 9
o21ai_1: 9
a21boi_0: 8
nand3_4: 8
nor3_4: 8
buf_4: 4
or3_1: 4
xor2_2: 4
a2111oi_2: 3
a211oi_1: 3
and4b_1: 3
o211ai_1: 3
o22ai_1: 3
o31ai_1: 3
-- per-stage QoR --
stage	cell area, µm²	hold slack [ns]
after detailed placement	29280	0.4721
after CTS	31450	0.4796
after floorplan	27720	0.4429
final	31450	0.4776
after global placement	29280	0.4669
after global routing	31450	0.5001
-- critical path: cells and delay by family (launching register included) --
kind / cells / cell delay [ns]
flops: 1 / 0.77
buf+inv: 1 / 0.46
simple gates: 2 / 0.88
xor+xnor: 1 / 0.17
-- layout make-up --
cell class | instances | share of cell area
sequential | 594 | 0.5227
multi-input combinational | 1329 | 0.3400
clock buffer | 87 | 0.05931
tap | 931 | 0.03703
timing repair buffer | 105 | 0.02824
clock inverter | 36 | 0.009746
inverter | 25 | 0.002983
-- placed cells by master (no fill, tap or decap), drive strengths merged, types with 45 or more instances in the layout --
cell / count
and2: 453
edfxtp: 453
dfxtp: 141
nor2: 121
mux4: 114
clkbuf: 87
nand2: 76
buf: 64
xor2: 55
nor2b: 53
a22oi: 50
o21ai: 50
mux2i: 45
-- logic make-up after synthesis --
logic type                 count (synthesis)  synth area share
AOI/OAI and AO/OA                        197           0.04961
xor gates and xnor gates                  90           0.02952
adders and majority gates                 33           0.01490
buffers and inverters                    150           0.02167
DFF                                      594            0.5927
muxes                                    159            0.1089
and+or+nand+nor                          850            0.1827
-- power by group through the flow --
stage / logic [mW] / registers [mW] / clock network (mW)
after CTS: 0.471 / 4.60 / 4.11
after global routing: 0.507 / 4.62 / 4.26
final: 0.462 / 4.60 / 4.02
-- path summary, 6_finish.rpt --
path / startpoint / endpoint
hold reg to reg: r1.packet_parity[3]$_SDFFE_PN0P_ / r1.packet_parity[3]$_SDFFE_PN0P_
setup / recovery: f2.wr_pointer[3]$_SDFFE_PP0N_ / vld_out_1
hold / removal: r1.packet_parity[3]$_SDFFE_PN0P_ / r1.packet_parity[3]$_SDFFE_PN0P_
setup reg to reg: f1.wr_pointer[2]$_SDFFE_PP0N_ / f1.mem[2][0]$_SDFFCE_PN0P_
Power and IR drop assume default switching activity.
